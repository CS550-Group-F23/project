$ cat ./run.sh
#!/bin/bash
# OpenROAD 26Q1-2900-gdf79404cd8, Yosys 0.63+post, stock flow scripts
make -C /OpenROAD-flow-scripts/flow DESIGN_CONFIG=/design/flow/config.mk WORK_HOME=/design/flow/orfs finish
$ cat ./config.mk
export PLATFORM = sky130hd
export DESIGN_NAME = array_top
export DESIGN_NICKNAME = array_top
export VERILOG_FILES = /design/flow/design.v
export SDC_FILE = /design/flow/constraint.sdc
export NUM_CORES = 4
export LEC_CHECK = 1
export CORE_UTILIZATION = 50
export SYNTH_HDL_FRONTEND = slang
$ cat ./constraint.sdc
current_design array_top

set clk_period 7.9
set clk_io_pct 0.2

create_clock -name clk0 -period $clk_period [get_ports {clk}]

set non_clock_inputs [all_inputs -no_clocks]
set_input_delay [expr $clk_period * $clk_io_pct] -clock clk0 $non_clock_inputs
set_output_delay [expr $clk_period * $clk_io_pct] -clock clk0 [all_outputs]
$ cat ./design.v
module array 
(
    input clk,
    input [16-1:0] A [3-1:0],
    input [16-1:0] W [3-1:0],
    output [16-1:0] O,
    input en,
    output valid
);
wire [16-1:0] yout [3-1:0];
reg [16-1:0] yin [3-1:0];
reg yvalid [3-1:0];
generate
    genvar i;
    for (i = 0; i < 3; i = i + 1) begin
        initial begin
            yin[i] = 0;
        end
        if (i == 0) begin
            thecell iCELL (
                .W(W[i]),
                .A(A[i]),
                .I(0),
                .O(yout[i])
            );
        end else begin
            thecell iCELL (
                .W(W[i]),
                .A(A[i]),
                .I(yin[i-1]),
                .O(yout[i])
            );
        end
        always @(posedge clk) begin
            yin[i] <= yout[i];
            if (i == 0) begin
                yvalid[i] <= en;
            end else begin
                yvalid[i] <= yvalid[i-1];
            end
        end
    end
endgenerate
assign O = yin[3-1];
assign valid = yvalid[3-1];
endmodule
module array_top (
    input clk,
    input [16-1:0] A [3*3-1:0],
    input [16-1:0] W [3-1:0],
    output [16-1:0] O [3-1:0],
    input en_i,
    output valid_o
);
localparam SREG_SZ = 16*(3*2-1);
localparam SREG_SZ_SLICE = 16*(3*2-2);
reg [SREG_SZ-1:0] ain0_sr; 
reg [SREG_SZ-1:0] ain1_sr;
reg [SREG_SZ-1:0] ain2_sr;
reg [3*2-2:0] en_sr;
reg [16-1:0] w0_sr;
reg [16-1:0] w1_sr;
reg [16-1:0] w2_sr;
always_ff @(posedge clk) begin
    if (en_i) begin
        ain0_sr <= {{(16){1'b0}},{(16){1'b0}},A[6],A[3],A[0]};
        ain1_sr <= {{(16){1'b0}},A[7],A[4],A[1],{(16){1'b0}}};
        ain2_sr <= {A[8],A[5],A[2],{(16){1'b0}},{(16){1'b0}}};
        en_sr <= {{(3-1){1'b0}},{(3){1'b1}}};
        w0_sr <= W[0];
        w1_sr <= W[1];
        w2_sr <= W[2];
    end else begin
        ain0_sr <= {{(16){1'b0}},ain0_sr[SREG_SZ-1:16]};
        ain1_sr <= {{(16){1'b0}},ain1_sr[SREG_SZ-1:16]};
        ain2_sr <= {{(16){1'b0}},ain2_sr[SREG_SZ-1:16]};
        en_sr <= {1'b0,en_sr[3*2-2:1]};
        w0_sr <= w0_sr;
        w1_sr <= w1_sr;
        w2_sr <= w2_sr;
    end
end
wire [16-1:0] ain0 = ain0_sr[16-1:0];
wire [16-1:0] ain1 = ain1_sr[16-1:0];
wire [16-1:0] ain2 = ain2_sr[16-1:0];
wire en = en_sr[0];
wire [16-1:0] o_w;
wire valid_w;
array iARR (
    .clk(clk),
    .A({ain2, ain1, ain0}),
    .W({w2_sr, w1_sr, w0_sr}),
    .O(o_w),
    .en(en),
    .valid(valid_w)
);
reg [16-1:0] O_r [3-1:0];
reg valid_r;
reg valid_r_r;
generate
    genvar i;
    for (i = 0; i < 3; i = i + 1) begin
        always_ff @(posedge clk) begin
            if (valid_w) begin
                if (i == 0) begin
                    O_r[i] <= o_w;
                end else begin
                    O_r[i] <= O_r[i-1];
                end
            end else begin
                O_r[i] <= O_r[i];
            end
        end
    end
endgenerate
always_ff @(posedge clk) begin 
    valid_r <= valid_w;
    valid_r_r <= valid_r;
end
assign O=O_r;
assign valid_o=valid_r_r & ~valid_r;
endmodule
module thecell (
    input [16-1:0] W,
    input [16-1:0] A,
    input [16-1:0] I,
    output [16-1:0] O
);
assign O = I + A * W;
endmodule
==> changes_impl.md <==
## Implementation

* Status: finished clean
* Hold path cells at 0
* CTS sink cnt at 344
* Post-synth seq share at 0.351
* Design area at around 27000 µm²
* Yosys xor share at 0.0494
* Worst Hold Class: register to register
* Chip area line of the yosys report at approximately 22000 µm²
* CP max stage delay at between 0.5 and 0.6 ns
* DIE AREA at 45600 µm²
* Simple Share, Synth at 0.125
* Most frequent CP cell: fa_1
* Pwr Density at about 330 nW/µm²
* Yosys top cell area share at 0.240
* R2r setup slk at 2.57 ns
* Adders+Majority by Area at 0.325
* Skew-Pair Late Insertion Delay at about 0.56 ns
* WP data required at about 8.4 ns
* Post-Synthesis Cells at around 2100
* Worst Hold Path EP: iARR.yvalid[0][1]
* Pins Over Slew Limit at 0
* Crit Path Class: register to register
* First-pass GRT wire length at approximately 74000 µm
* Cell area leaders: fa_1 (24%), dfxtp_1 (22%), edfxtp_1 (13%), ha_1 (8.6%), inv_1 (7.1%)
* Most instantiated logic cell after routing: inv_1
* Reg-to-reg critical path endpoint: iARR.yin[1][15]
* Syn Area/Cell at between 10 and 15 µm²
* Clock skew at between 0.02 and 0.025 ns
* CTS clk-pin slew, worst paths at about 0.06 ns
* Initial antenna violation count at 0
* GP Congestion at 0.937
* Row Count at 77
* Setup TNS at 0 ns
* Most numerous logic cells after layout: inv_1 (423), fa_1 (268), dfxtp_1 (247)
* Clk root buf: clkbuf_16
* Vias at 13600
* Die width at 214 µm
* Mapped Area at 22400 µm²
* Crit. End Element: register
* And-or/or-and share of the synthesized area at 0.0182
* CTS tree: yes
* Fin crit share at 0.675
* Die height at ~210 µm
* Commonest flop: dfxtp_1
* Setup bufs post-CTS at 0
* Num CTS Buffers at 38
* Yosys warning count at 0
* VDD IR max at around 0.27 mV
* Hold Slack at approximately 0.33 ns
* Post_cts resized at 0
* Leading area contributor after synthesis: fa_1
* Hold_buf cts at 0
* Area added between synthesis and finish at 18.8%
* Worst Tran Pin Value at roughly 0.75 ns
* DR iter-0 viols at between 400 and 500
* Slowest cell on crit path: edfxtp_1
* Dpl cell area at approximately 25000 µm²
* Hold_sp: iARR.yvalid[0][0]
* Number of flops mapped to enable cells by yosys at 96
* Share of cells above drive strength 1 at 0.0738
* Critical path arrival at a little under 6 ns
* Vias in the first global route at 14400
* H-tree depth at 2
* Input/output buffers at 242
* Final setup viols at 0
* FP Core Util at 0.506
* GRT overflow at 0
* Detailed Route WL at roughly 46000 µm
* Main logic family: adder cells
* Cell Type Count at 39
* Clk buf depth at 3
* Residual DRC at 0
* Ys cells at roughly 2100
* Final hold violations at 0
* Max_slew headroom at 0.502
* Beginning of the worst register-to-register path: w1_sr[1]
* Core ar. at around 44000 µm²
* # IOs at around 240
* Max-cap violation count at 0
* Mux area share at 0.0483
* GRT Total Usage at 0.227
* Ys flops at 344
* Ys async rst share at 0
* Dpl ws at around 2.6 ns
* Pleak at between 10 and 15 nW
* Min cycle time layout at 5.33 ns
* Crit-path cells: and2_1, fa_1, inv_1, fa_1, fa_1, fa_1, inv_1, fa_1, inv_1, fa_1, inv_1, ha_1, a21o_1, a21oi_1, o21ai_0, a31oi_1, xor2_1
* RSZ-0062 raised after global routing: no
* Final total power at 8.86 mW
* R2R cell count at 17
* Largest net degree at the start of global routing at about 93
* First-pass DRT Iterations at 8
* Crit-path max FO at 15
* Final worst slack at ~2.6 ns
* Tool warning count at 25
* Final ANT Viol Nets at 0
* Vias/cell at between 4 and 5
* Post-DP HPWL at approximately 36000 µm
* Routed len/inst at between 15 and 20 µm
* Startpoint types: register
* Peak Freq at 187 MHz
## cells by family after synthesis
kind of cell	after synthesis
xor+xnor	118
simple gates	550
compound gates	63
mux	96
flops	344
fa+ha+maj	421
buf+inv	488
## critical path, delay by kind of cell, from the launching register on
kind	cells	cell delay (ns)
flops	1	0.59
buf+inv	4	0.20
simple gates	1	0.25
fa+ha+maj	7	3.34
compound gates	4	0.72
xor+xnor	1	0.16
## how the worst max path moves through the flow
stage	start	cells after the start	slack (ns)	to
CTS	w1_sr[1]	17	2.56	iARR.yin[1][15]
global route	w1_sr[1]	17	2.29	iARR.yin[1][15]
finish	w1_sr[1]	17	2.57	iARR.yin[1][15]
## registers in the layout (all words and copies together) (netlist names)
name / cells
en_sr: 3
ain2_sr: 80
ain0_sr: 48
w1_sr: 16
valid_r_r: 1
w0_sr: 16
valid_r: 1
ain1_sr: 64
O: 48
iARR.yvalid: 3
w2_sr: 16
iARR.yin: 48
## layer usage
layer	GRT usage	routed length, µm	vias up
li1	-	-	6702
met1	0.345	20000	6410
met2	0.333	20200	425
met3	0.0888	4290	62
met4	0.0424	1060	0
met5	0	0	-
## report_power, final
| part | total (mW) | internal, mW | switching (mW) |
|---|---|---|---|
| sequential | 2.43 | 2.24 | 0.190 |
| clock | 1.76 | 1.03 | 0.729 |
| combinational | 4.68 | 2.31 | 2.36 |
## stage by stage
stage,cells,utilization
final,2925,0.601
after detailed placement,2856,0.573
after floorplan,2080,-
after global placement,2856,0.573
after global routing,2924,0.601
after CTS,2924,0.601
## area by class of cell
| type | count | area (µm²) |
|---|---|---|
| Tap cell | 592 | 741 |
| Antenna cell | 1 | 2.50 |
| Sequential cell | 344 | 7850 |
| Timing Repair Buffer | 249 | 2480 |
| Multi-Input combinational cell | 1248 | 12700 |
| Clock inverter | 16 | 220 |
| Inverter | 423 | 1590 |
| Clock buffer | 52 | 1030 |
| Fill cell | 3596 | 17600 |
## synth_stat cells (all sizes together) (11+ instances only)
| master | count |
|---|---|
| a21oi | 15 |
| and2 | 223 |
| buf | 15 |
| clkbuf | 50 |
| dfxtp | 248 |
| edfxtp | 96 |
| fa | 268 |
| ha | 153 |
| inv | 423 |
| mux2 | 96 |
| nand2 | 238 |
| nor2 | 16 |
| nor2b | 53 |
| o21a | 11 |
| o21ai | 12 |
| xnor2 | 90 |
| xor2 | 25 |
Power is estimated from default activity; no workload was simulated.
